`flow/config.mk`:
```
export PLATFORM = sky130hd
export DESIGN_NAME = comparator
export DESIGN_NICKNAME = comparator
export VERILOG_FILES = /design/flow/design.v
export SDC_FILE = /design/flow/constraint.sdc
export NUM_CORES = 4
export LEC_CHECK = 1
export CORE_AREA = 10 10 70 70
export DIE_AREA = 0 0 80 80
```
`flow/run.sh`:
```
#!/bin/bash
# OpenROAD 26Q1-2900-gdf79404cd8, Yosys 0.63+post, stock flow scripts
make -C /OpenROAD-flow-scripts/flow DESIGN_CONFIG=/design/flow/config.mk WORK_HOME=/design/flow/orfs finish
```
`flow/design.v`:
```
module comparator(A,B,C2,C1,C0);
   input [3:0] A;
   input [3:0] B;
   output reg C2,C1,C0;                  
always @(A,B)
begin
   C2 = ~((A[0]^B[0]) | (A[1]^B[1]) | (A[2]^B[2]) | (A[3]^B[3]));
   C1 = ( (A[3]&(~B[3])) | (A[2]&(~B[2])&(~(A[3]^B[3]))) | (A[1]&(~B[1])&(~(A[3]^B[3]))&(~(A[2]^B[2]))) | (A[0]&(~B[0])&(~(A[3]^B[3]))&(~(A[2]^B[2]))&(~(A[1]^B[1]))) );
    C0= ~(C2 | C1);
end
endmodule
```
`flow/constraint.sdc`:
```
current_design comparator

set clk_period 1.0
set clk_io_pct 0.2

create_clock -name clk0 -period $clk_period

set non_clock_inputs [all_inputs -no_clocks]
set_input_delay [expr $clk_period * $clk_io_pct] -clock clk0 $non_clock_inputs
set_output_delay [expr $clk_period * $clk_io_pct] -clock clk0 [all_outputs]
```
==> qor.csv <==
metric;value;unit
crit path launch;A[1];
clock buffers;0;
P_sw;0.0000629;W
worst hold path type;in2out;
Clk pwr share;0;
wire length of the first global-routing pass;972;um
CP peak stage delay;0.24;ns
sequential power share;0;
crit path cell chain;buf_8 -> ha_4 -> a211oi_4 -> buf_4 -> o21a_1 -> buf_2;
dpl ws;-1.02;ns
MI comb area;171;um2
CP arrival;1.11;ns
setup ws final;-0.312;ns
CP Data Required Time;0.80;ns
Final Max Slew Viols;0;
Detailed Route WL;621;um
Fillers;404;
Unique cell types;8;
cell type with the largest total area;ha_1;
Ys Warns;1;
failing checks;negative setup slack;
crit path launch type;primary input;
Max Cap Viol;0;
run status;complete, but fails checks;
slowest CP cell;ha_4;
Die ar.;0.00640;mm2
area grow syn2layout;204;%
Port-buffer cells;11;
Logic pwr share;1.000;
GRT Overall Usage;0.0182;
Final Core Density;0.104;
final setup vio count;3;
post-synth top area share;0.430;
placed inst area;317;um2
minimum clock period;1.31;ns
row count;21;
vias in the first global route;190;
pwr dens;460;mW/mm2
Synth Area per Inst;8.31;um2
top cells by count;ha_1 (4), inv_1 (4);
CP bufs+invs;3;
Post-synth seq share;0;
Antenna Nets Post-Route;0;
largest net degree at the start of global routing;4;
registers;0;
DRT Pass-1 Iters;1;
WL per Instance;8.28;um
Cell Int Power;0.000100;W
top cells, area;ha_1 (43%), inv_1 (13%), a211oi_2 (11%);
core footprint;0.00342;mm2
drt drc;0;
placed insts;71;
Top Family by Delay on Critical Path;AND-OR/OR-AND gates;
cycle use final;1.31;
Rel. slew slack;0.871;
IO Count;11;
first-iteration detailed-routing DRC count;0;
routability cong.;0.728;
Initial Util;0.0341;
crit path max fanout;2;
hold path start;A[3];
Die Y-Extent;80;um
total inserted antenna cells;0;
Peak supply drop;0.168;mV
detailed-route via count;163;
worst-margin pin slew;0.193;ns
die span in x;80;um
OpenROAD warning count;34;
Final Hold Viols;0;
proportion of layout cells with a drive suffix above 1;0.931;
TNS Setup;-0.758;ns
Synth Cell Area;116;um2
initial antenna violation count;0;
cell count after synthesis;14;
switching portion of total power;0.386;
Setup CP Type;in2out;
f_max;762;MHz
Flop area;0;um2
Yosys chip area;116;um2
yosys cell count;14;
vias per inst;2.17;
design area;354;um2
Leak;0.136;nW
CP endpoint kind;output port;
post-route insts no fill;75;
grt ovf;0;
RSZ-0062 raised after global routing;yes;
hold buffer count at CTS;0;
## path summary, 6_finish.rpt
| path | depth (start not counted) | end | slack (ns) |
|---|---|---|---|
| worst max-delay path | 6 | C0 | -0.31 |
| worst min-delay path | 4 | C1 | 0.84 |
## cell type report
| type | count | share of cell area |
|---|---|---|
| multi-input combinational | 10 | 0.484 |
| inverter | 4 | 0.0495 |
| tap | 46 | 0.163 |
| timing repair buffer | 15 | 0.304 |
## cell families (layout without fill, tap and decap cells)
logic type	after synthesis	after routing	share of synthesized area
compound gates	5	5	0.355
buf+inv	4	19	0.129
fa+ha+maj	4	4	0.430
simple gates	1	1	0.0860
## power groups by stage
stage / Combinational [W] / Sequential [W] / Clock (W)
6_report: 0.000163 / 0 / 0
5_1_grt: 0.000177 / 0 / 0
4_1_cts: 0.000153 / 0 / 0
## repair_timing
action                                  in CTS  in global routing
pin swaps                                    8                  5
setup buffers                                4                  0
endpoints found under the setup margin       3                  3
resized                                     45                  9
cloned                                       0                  0
## stage by stage
stage / total power (W) / hold WS, ns
after global placement: 0.000122 / 1.56
final: 0.000163 / 0.839
after detailed placement: 0.000128 / 1.60
after CTS: 0.000153 / 0.947
after floorplan: 0.0000551 / 0.617
after global routing: 0.000177 / 0.890
## cell usage in the layout (no fill, tap or decap)
master,n
ha_4,4
clkbuf_2,4
buf_2,4
buf_4,4
inv_2,3
buf_6,2
and4_4,1
a211oi_4,1
o21ai_2,1
o21bai_1,1
a41oi_2,1
o21a_1,1
inv_4,1
buf_8,1
## tightest hold or removal path, stage by stage
cell,delay [ns]
clkbuf_2,0.11
ha_4,0.14
o21bai_1,0.10
buf_2,0.10
## metal layers
| metal | GRT usage | part of all wire | wire length, um |
|---|---|---|---|
| met1 | 0.0310 | 0.63 | 392 |
| met2 | 0.0217 | 0.28 | 171 |
| met3 | 0.00568 | 0.092 | 57 |
| met4 | 0 | 0 | 0 |
| met5 | 0 | 0 | 0 |
Power and IR drop assume default switching activity.
