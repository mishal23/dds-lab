[run.sh]
#!/bin/bash
# OpenROAD 26Q1-2900-gdf79404cd8, Yosys 0.63+post, stock flow scripts
make -C /OpenROAD-flow-scripts/flow DESIGN_CONFIG=/design/flow/config.mk WORK_HOME=/design/flow/orfs finish
[design.v]
module sequence_generator(Yt,Yt1,clock);
	input clock;
	output[3:0] Yt,Yt1;
	reg[3:0] Yt,Yt1;
	initial begin
		Yt=4'b0010;
	end
	always @(posedge clock)
		begin
			case (Yt)		
				4'b0000:	
					begin
						Yt1=4'b1000;
					end
				4'b1000:
					begin
						Yt1=4'b0101;
					end
				4'b0101:
					begin
						Yt1=4'b0011;
					end
				4'b0011:
					begin
						Yt1=4'b0111;
					end
				4'b0111:
					begin
						Yt1=4'b0010;
					end
				4'b0010:
					begin
						Yt1=4'b0000;
					end
			endcase
			Yt<=Yt1;
		end
endmodule
[config.mk]
export PLATFORM = sky130hd
export DESIGN_NAME = sequence_generator
export DESIGN_NICKNAME = sequence_generator
export VERILOG_FILES = /design/flow/design.v
export SDC_FILE = /design/flow/constraint.sdc
export NUM_CORES = 4
export LEC_CHECK = 1
export CORE_AREA = 10 10 70 70
export DIE_AREA = 0 0 80 80
[constraint.sdc]
current_design sequence_generator

set clk_period 1.4
set clk_io_pct 0.2

create_clock -name clk0 -period $clk_period [get_ports {clock}]

set non_clock_inputs [all_inputs -no_clocks]
set_input_delay [expr $clk_period * $clk_io_pct] -clock clk0 $non_clock_inputs
set_output_delay [expr $clk_period * $clk_io_pct] -clock clk0 [all_outputs]
==> metrics.cfg <==
[floorplan]
io_pins = 9
dieArea_um2 = 6400
core-area_um2 = 3416
rows = 21
fp_util = 0.09451
die_h_um = 80
chipWidth_um = 80

[logic_synthesis]
ys_chip_area_um2 = 322.8
top_cells_by_area = dfxtp_1 (50%), a21oi_1 (7.8%), nor2b_1 (5.8%)
xor_area_frac = 0
ys_cells = 32
synth_flops = 8
synthAoiAreaFrac = 0.2674
ys_seq_share = 0.4961
top_area_frac = 0.4961
synthTopLogicFamily = AND-OR/OR-AND gates
synthCells = 32
simple_gate_area_frac = 0.1667
synthMuxAreaShare = 0
synth.cellmix.adderShare = 0
avgSynthCellArea_um2 = 10.09
ys_warn_count = 1
synth_cell_types = 17
syn-cell-area_um2 = 322.8
top_area_cell = dfxtp_1

[cts]
cts_buffer_depth = 2
holdBufCountCts = 0
numCtsBuffers = 3
clock_latency_ps = 250
cts_sinks = 8
clk_pin_slew_ps = 50
clock-root-buffer = clkbuf_4
htreeDepth = 1
cts_tree = built

[global_routing]
grt_pass1_vias = 246
grt_first_pass_wirelength_mm = 1.090
antenna_found_initial = 0
grt_max_degree = 10
grt_overflow = 0
track_usage = 0.02182

[sta]
fin_hold_ws_ps = 500.3
max_slew_margin = 0.8348
final_hold_viol_count = 0
min_period_ps = 1334
period_used_share = 0.9530
tns_ps = 0
maxClockFrequency_ghz = 0.7496
fin_ws_ps = 65.87
slew_violations = 0
final.setup_skew_ps = 1.919
worst_slew_pin_slew_ps = 243.9
rsz0062_at_grt = no
finalSetupViolCount = 0

[routing]
drc = 0
drtAntennaViolNets = 0
wl_per_cell_um = 8.110
initialDrtViolationCount = 6
drt-total-wl_um = 738
vias = 275
num_antenna_cells = 0
routed_via_density = 3.022
dr.pass1.iters = 3

[worst_setup_path]
slowest_delay_ps = 470
path_max_fanout = 3
crit_chain = clkdlybuf4s50_1
path_class = flip-flop to output pin
critPathSlowestCell = clkdlybuf4s50_1
crit_buf_inv = 1
start_kind = flip-flop
worst-r2r-setup-slack_ps = 370
r2r-start = Yt[3]$_DFF_P_
crit_path_end_kind = output pin
r2r_end = Yt1[0]$_DFF_P_
cp-endpoint = Yt1[3]
worst-endpoint-arrival_ps = 1050
cpLargestDelayFamily = buffers and inverters
crit_required_ps = 1120
startpoint = Yt1[3]$_DFF_P_
reg2reg_depth = 4
path_depth = 1

[place]
portBuffers = 8
pre_cts_slack_ps = 173.0
gp_congestion = 0.7914
hpwlAfterDp_um = 544

[flow_run]
warning_count = 25
drv_cap = 0

[layout]
drive_above_1_share = 0.3333
area_delta_synth_final_pct = 57.75

[power_and_ir_drop]
p_leak_nw = 0.2082
power_mw = 0.3961
peakVddDrop_mv = 0.2991
powerDensity_nw_per_um2 = 777.9

[status]
outcome = finished clean

[worst_hold_path]
hp-class = flip-flop to flip-flop

[metrics by stage]
step                instances    util  cell area [µm²]
finish                     91  0.1491            509.2
global route               91  0.1491            509.2
CTS                        90  0.1440            491.7
detailed placement         87  0.1359            464.2
global placement           87  0.1359            464.2
floorplan                  32       -            322.8
[worst register-to-register path, stage by stage, from the launching register on]
cell and delay [ps]:
dfxtp_2 320, buf_4 160, nor2b_1 60, o311ai_1 230
nand3_1 120
[synthesized netlist by cell type]
master     n
a21oi_1    5
nor2b_1    3
o31ai_1    1
o2bb2ai_1  1
o311ai_1   1
o21ai_1    1
nand2_1    1
o21a_1     2
buf_6      1
inv_1      1
o22ai_1    1
nand3_1    1
nor2_4     1
buf_4      1
dfxtp_1    8
nor4b_2    1
o21ai_0    2
[how the worst min path moves through the flow]
stage,startpoint,endpoint,slack [ps],depth (start not counted)
after CTS,Yt[2]$_DFF_P_,Yt1[3]$_DFF_P_,520,1
final,Yt1[3]$_DFF_P_,Yt[3]$_DFF_P_,500,2
after global routing,Yt1[1]$_DFF_P_,Yt1[1]$_DFF_P_,540,1
[cell type report]
type,count,area (µm²)
inverter,1,3.754
fill,399,2907
sequential,8,170.2
clock buffer,3,22.52
tap,46,57.56
timing repair buffer,12,115.1
multi-input combinational,21,140.1
[layer usage]
metal,GRT usage,vias to the layer above,wire length (µm)
met4,0.001761,0,0
met2,0.02488,8,299
met3,0.02159,0,98
li1,-,144,-
met1,0.02878,123,340
met5,0,-,0
[cell families after synthesis]
kind of cell,after synthesis
compound gates,14
buf+inv,3
flops,8
simple gates,7
[where the power goes]
part / internal (mW) / leakage [nW] / switching [mW] / total, mW
Clock: 0.0977 / 0.0138 / 0.0724 / 0.170
Sequential: 0.226 / 0.0678 / 0 / 0.226
Combinational: 0 / 0.127 / 0 / 0.000000127
Total: 0.324 / 0.208 / 0.0724 / 0.396
[cells in the final DEF, fill, tap and decap left out]
cell / count
dlymetal6s2s_1: 2
o21a_1: 2
dfxtp_1: 2
clkdlybuf4s50_1: 6
nor2_4: 1
buf_4: 4
o2bb2ai_1: 1
o21ai_0: 2
o311ai_1: 1
o31ai_1: 1
a21oi_1: 5
nor4b_2: 1
o21ai_1: 1
dfxtp_4: 1
o22ai_1: 1
nand2_1: 1
clkbuf_4: 3
dfxtp_2: 5
nand3_1: 1
nor2b_1: 3
inv_1: 1
[repair_timing]
item	4_1_cts	5_1_grt
gates resized	3	6
setup buffers	0	1
endpoints found under the setup margin	2	6
[registers in the layout, indices dropped and copies added (netlist names)]
signal / flops
Yt1: 4
Yt: 4
Power figures rest on the tool's default switching activity, not on a simulated workload.
